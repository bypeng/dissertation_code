### run.sh
#!/bin/bash
# OpenROAD 26Q1-2900-gdf79404cd8, Yosys 0.63+post, stock flow scripts
make -C /OpenROAD-flow-scripts/flow DESIGN_CONFIG=/design/flow/config.mk WORK_HOME=/design/flow/orfs finish
### config.mk
export PLATFORM = sky130hd
export DESIGN_NAME = bram_18_9_P
export DESIGN_NICKNAME = bram_18_9_P
export VERILOG_FILES = /design/flow/design.v
export SDC_FILE = /design/flow/constraint.sdc
export NUM_CORES = 4
export LEC_CHECK = 1
export CORE_UTILIZATION = 30
export SYNTH_MEMORY_MAX_BITS = 65536
### constraint.sdc
current_design bram_18_9_P

set clk_period 336.3
set clk_io_pct 0.2

create_clock -name clk0 -period $clk_period [get_ports {clk}]

set non_clock_inputs [all_inputs -no_clocks]
set_input_delay [expr $clk_period * $clk_io_pct] -clock clk0 $non_clock_inputs
set_output_delay [expr $clk_period * $clk_io_pct] -clock clk0 [all_outputs]
### design.v
module bram_18_9_P ( clk, wr_en, wr_addr, rd_addr, wr_din, wr_dout, rd_dout );
  input                   clk;
  input                   wr_en;
  input       [  8 : 0]   wr_addr;
  input       [  8 : 0]   rd_addr;
  input       [ 17 : 0]   wr_din;
  output      [ 17 : 0]   wr_dout;
  output      [ 17 : 0]   rd_dout;
  reg         [ 17 : 0]   ram [511:0];
  reg         [  8 : 0]   reg_wra;
  reg         [  8 : 0]   reg_rda;
  always @ (posedge clk) begin
    if(wr_en) begin
      ram[wr_addr] <= wr_din;
    end
    reg_wra <= wr_addr;
    reg_rda <= rd_addr;
  end
  assign wr_dout = ram[reg_wra];
  assign rd_dout = ram[reg_rda];
endmodule
==> summary.txt <==
Results of an implementation run.

The achievable frequency is 0.0124 GHz. The number of DRC markers after the initial detailed-route iteration is 22500. After synthesis, the cell types taking the most area are edfxtp_1 64%, mux4_2 16%, mux2i_1 7.0%. The chip width is 1.21 mm. The min-delay analysis places its worst path in the category in -> reg. The critical path in the final layout is reported with a setup slack of 255.63 ns.

Along the worst path, the maximum fanout reaches 43. Counting buffers and inverters, the worst setup path is 20 cells deep. The total cells reported by yosys after synthesis is 24700. The final reports fail on capacitance limit, slew limit.

Buffers added to address setup during post-CTS repair amount to 0. The share of final-layout standard cells stronger than drive strength 1 is 0.285. The script computed a power per unit cell area of 5.13 nW/um^2. The flow ran to the end, but the final reports show violations.

During placement, the flow inserted port buffers numbering 73. Per the run summary, max-cap violations total 3. Summing all flip-flop and latch instances after layout gives 277000 um^2. The power report attributes to the combinational group a share of 0.095. The TritonCTS sink count is 9234. The max-slew violation count is 5. The die covers 1460000 um^2.

The timing report gives the clock slew at the launch and capture registers of the worst setup and hold paths as 0.06 ns. The register with the most flip-flops in the layout has 9216 of them. The clock network fraction of total power is 0.408. STA classifies the critical path startpoint as a flop.

In the final report, the number of hold violations comes to 0. The share of the clock period used by the worst path after layout is 0.240. Setup repair after global routing left no endpoint under its margin. The initial antenna violation count came to 259. The final period demand of the worst path is 80.67 ns. The share of the Yosys chip area taken by registers is 0.636. Recorded from the global router log, the overflow total was 0. Once detail routing completed, the nets flagged for antenna violations numbered 0. The endpoint type of the worst setup path is an output port. The static power due to leakage is 0.158 uW. Before antenna repair, the detailed router went through 16 iterations.

In the final layout, the registers with the most flip-flops are ram: 9216 flops. The placement summary gives the final routability congestion estimate as 1.05. Leaving out fill and tap cells, the most frequent cell in the layout is edfxtp_1. TritonRoute reported its final design rule violation total as 0. The switching part of the total power is 0.247. The height of the die is 1.21 mm. Synthesis instantiated 87 different standard cells from the library. After detailed routing, the number of vias per cell comes to 5.97. The proportion of power drawn by flip-flops and latches is 0.497. The chip area estimate from yosys synthesis is 435000 um^2.

In the floorplan report the effective utilization is 0.301. The largest voltage drop on the vdd net is 0.00480 mV. The slew at the pin closest to its max-slew limit is 1.55 ns. In this run the tightest slew margin relative to its limit is -0.0391.

The global-route usage over all layers is 0.264. The critical path contains buffers and inverters numbering 14 combined. Per the cell usage report, the commonest logic cells after layout are 9216 x edfxtp_1, 3061 x mux2i_1, 3040 x mux4_2.

The number of fill cells in the layout is 134000. The post-CTS resize count is 0. The number of placed instances, taps included, is 44000. For this run, the final setup violation count is recorded as 0. The clock tree from TritonCTS is done. The instance count of the mapped netlist is 24700. For this run, the leading register cell type out of synthesis is edfxtp_1.

Entering global routing, the biggest net connects 147 pins. By instance count, the cell type seen most on the critical path is buf_4. The H-tree depth reported by CTS is 6.

The area fraction of the largest cell type after synthesis is 0.636. Summed over all nets, the half-perimeter wirelength after detailed placement is 1200 mm. The number of enable flip-flop cells is 9216. The critical path data arrival time is 13.41 ns.

The instance count along the most critical hold path is 1. The maximum number of buffers from clock root to sink is 5. The number of core rows is 442.

Summing all non-filler instances in the final layout gives an area of 498000 um^2. Summed over all instances, the cell type with the most area after synthesis is edfxtp_1. The post-synth register bit count is 9234. The detail-routed net length per standard cell is 39.4 um. The number of buffers added by the clock tree synthesis step is 922. The final standard cell count with taps included and fillers excluded is 46300. The proportion of synthesized flip-flops having asynchronous set or reset is 0. The I/O pin count is 74. The largest register by flop count is ram. The area of the mapped netlist is 435000 um^2. The via count of the first global-routing pass is 294000. The routed via count is 277000. The clock tree root driver cell is clkbuf_16. The area of placed instances is 466000 um^2.

The growth of design area from synthesis to finish is 14.3%. The internal portion of the total power is 1920 uW. The critical-path cell with the highest stage delay is nand4_1.

The multi-input combinational cell area is 148000 um^2. The hold path endpoint is ram[72][6]$_DFFE_PP_. The cell sequence reported for the critical path is buf_4 > buf_4 > buf_4 > buf_4 > buf_4 > buf_4 > buf_4 > buf_4 > buf_4 > buf_4 > buf_4 > mux4_2 > nor2_1 > o21ai_0 > nand4_1 > buf_4 > nand4_1 > buf_4 > and4bb_2 > clkdlybuf4s50_1. The routed design has 1820 mm of wire. The largest single stage delay on the critical path is 1.02 ns.

The final sum of negative setup slack is 0 ns. The family with the most delay on the worst path is buffers and inverters. Per the OpenROAD power report, switching power amounts to 630 uW. The first global-routing pass estimated 2460 mm of wire.

Data on the critical path is required at its endpoint by 269.04 ns. The tally of yosys warning messages is 1. The setup slack at placement is 257.21 ns. Looking at hold timing, the worst path starts from wr_din[6]. The setup path with the least slack is of type reg -> out. Each instance of the synthesized netlist takes up on average 17.6 um^2. The OpenROAD warning count is 42.

The post-cts hold-fix buffer tally is 0. The total area inside the core boundary comes to 1450000 um^2.
==> cells in the mapped netlist, types with 92 or more instances <==
cell type / instances
mux2_2: 388
buf_6: 224
a221oi_1: 161
mux4_2: 3040
mux2i_1: 3061
a31oi_1: 92
buf_2: 336
and2_1: 97
o22ai_1: 784
edfxtp_1: 9216
buf_4: 388
a211oi_1: 141
o21ai_0: 478
nor4_1: 167
nand4_1: 131
a21oi_1: 762
nor3_1: 328
o221ai_1: 1223
clkbuf_1: 873
nand3_1: 173
a2111oi_0: 94
nand2_1: 498
nor2_1: 929
buf_1: 204
a22oi_1: 213
==> routing by layer <==
layer | wire length, um | track usage
met2 | 752000 | 0.347
met5 | 19200 | 0.126
met3 | 410000 | 0.266
met4 | 145000 | 0.165
met1 | 498000 | 0.238
==> final cells by class <==
cell class	instances	area share
diodes	601	0.00302
clock buffers	1140	0.0487
clock inverters	552	0.0107
inverters	26	0.000269
multi-input cells	13300	0.298
flip-flops and latches	9234	0.557
well taps	19300	0.0486
repair buffers	2107	0.0334
==> cells by family after synthesis <==
family | synth area share
compound gates | 0.0695
buf+inv | 0.0280
flops | 0.636
mux | 0.238
simple gates | 0.0279
==> power groups by stage <==
stage | logic, uW | registers, uW | clock network (uW)
4_1_cts | 233 | 1270 | 1050
5_1_grt | 247 | 1270 | 1090
6_report | 243 | 1270 | 1040
==> stage by stage <==
stage	util	power (uW)	hold slack (ns)
detailed placement	0.322	1530	67.69
floorplan	-	1410	67.29
finish	0.344	2550	66.49
global route	0.343	2600	66.48
global placement	0.322	1520	67.68
CTS	0.343	2550	66.45
==> worst max path at each step <==
stage,startpoint,to,slack (ns)
4_1_cts,flop,rd_dout[15],255.94
5_1_grt,flop,rd_dout[16],255.27
6_report,flop,rd_dout[16],255.63
Power is estimated from default activity; no workload was simulated.
